--- flow/config.mk ---
export PLATFORM = sky130hd
export DESIGN_NAME = fiftymhz_to_onehz
export DESIGN_NICKNAME = fiftymhz_to_onehz
export VERILOG_FILES = /design/flow/design.v
export SDC_FILE = /design/flow/constraint.sdc
export NUM_CORES = 4
export LEC_CHECK = 1
export CORE_UTILIZATION = 30
--- flow/design.v ---
module fiftymhz_to_onehz(clk_fiftymhz,rst,clk_onehz);
output reg clk_onehz;
input clk_fiftymhz,rst;
reg [25:0]count;
always @(posedge clk_fiftymhz or posedge rst)
begin
if(rst) count<=1;
else count<=(count==50000000)?1:count+1;
end
always @(posedge clk_fiftymhz or posedge rst)
begin
if(rst) clk_onehz<=1;
else
begin
if((count==24999999)|(count==49999999)) clk_onehz<=!clk_onehz;
else clk_onehz<=clk_onehz;
end
end
endmodule
--- flow/run.sh ---
#!/bin/bash
# OpenROAD 26Q1-2900-gdf79404cd8, Yosys 0.63+post, stock flow scripts
make -C /OpenROAD-flow-scripts/flow DESIGN_CONFIG=/design/flow/config.mk WORK_HOME=/design/flow/orfs finish
--- flow/constraint.sdc ---
current_design fiftymhz_to_onehz

set clk_period 4.4
set clk_io_pct 0.2

create_clock -name clk0 -period $clk_period [get_ports {clk_fiftymhz}]

set non_clock_inputs [all_inputs -no_clocks]
set_input_delay [expr $clk_period * $clk_io_pct] -clock clk0 $non_clock_inputs
set_output_delay [expr $clk_period * $clk_io_pct] -clock clk0 [all_outputs]
==> results.cfg <==
; implementation run metrics
[run_status]
status = finished, final reports clean

[clocking]
clk_path_buf_depth = 2
insertion_delay_ns = 0.26
htreeDepth = 1
hold_buffers = 0
cts_tree = yes
cts-resized-gates = 0
cts_inserted_buffers = 3
post_cts_buffers = 0
root_buffer = clkbuf_8
cts.clk_slew.worst_paths_ns = 0.09
cts.sinks = 27

[global_routing]
grt_pass1_wl_mm = 4.37
antenna_found_initial = 0
grt_remaining_overflow = 0
grt.total_usage = 0.108
grt_pass1_vias = 969
grt_util_met2 = 0.168
grt_max_degree = 28
grt_util_met1 = 0.164
gr-max-usage-layer = met2
grt_use_met3 = 0.0188

[logic_synthesis]
synthTopCellsByArea = dfrtp_1 44%, xor2_1 6.7%, xnor2_1 6.1%
synth_async_sr_flop_share = 1.00
enable_flop_cells = 0
yosys_area_sq_um = 1430
ys.flops = 27
synthCells = 140
compound_area_frac = 0.0175
postSynthSeqShare = 0.473
yosys.area_share.adder = 0.0262
simple_gate_area_frac = 0.318
largest_area_cell = dfrtp_1
flop_cell = dfrtp_1
mux_area_frac = 0.00698
synthTopLogicFamily = simple AND/OR/NAND/NOR gates
yosysTopAreaCellShare = 0.436
syn_area_sq_um = 1430
syn_avg_cell_area_sq_um = 10.2
ys_sh_xor = 0.128
ys.warnings.count = 1
synthDistinctLibCells = 32
yosys_cells = 140

[routing]
viasPerCell = 4.92
wl_per_cell_microns = 12.3
antenna_cells = 0
drtIter0Drc = 53
vias = 965
drc = 0
drtAntennaViolNets = 0
drt_pass1_iterations = 4
drt_wl_total_mm = 2.40

[worst_setup_path]
r2r_slack_ns = 2.68
reg2regPathDepth = 5
rr_endpoint = count[21]
slowest_delay_ns = 0.55
cp.buffers_inverters = 1
cp-end-kind = primary output
timing.rr.start = count[6]
crit_path_start_kind = register
cp_slowest_cell = dfstp_2
worstPathCellList = clkdlybuf4s50_1
path_class = reg2out
worstPathArrival_ns = 1.26
cp_top_family = flip-flops
required_ns = 3.52
crit_path_max_fanout = 2

[layout]
area_growth_pct = 8.12
drive_gt1_frac = 0.0694
fillers = 440
final_cell_mix = 25 x dfrtp_1, 17 x nor2_1, 14 x nand3_1
layout.cells.most_common = dfrtp_1

[floorplan]
dieArea_sq_um = 5060
core_sq_um = 4470
die_w_microns = 71.1
rows = 24
fp_util = 0.320
num_io_pins = 3
die_h_microns = 71.1

[sta]
finalCritPeriodShare = 0.487
setup_ws_ns = 2.26
worstMarginPinSlew_ns = 0.395
period_minus_slack_ns = 2.14
rsz0062_at_grt = false
hold_violations = 0
max_slew_margin = 0.735
finalSetupViolCount = 0
tns_ns = 0
max_clock_freq_ghz = 0.467
maxSlewViolCount = 0
skew_ns = 0.00211

[min_path]
hp-class = reg2reg
min_delay_path_depth = 1
whs_endpoint = count[22]
holdCritStartpoint = count[22]

[power]
cellLeakagePower_uw = 0.000682
p_per_area_nw_per_um2 = 251
irDropWorstVdd_v = 0.0000925

[placement]
place.gp.congestion = 0.846
dp_slack_ns = 2.54
numPortBuffers = 2
dpl.hpwl_mm = 1.79

[run]
tool_warnings = 27
drv_cap = 0
-- per-stage QoR --
| step | util | hold slack [ns] | cells | power (uW) | area [sq um] |
|---|---|---|---|---|---|
| final | 0.346 | 0.487 | 196 | 389 | 1550 |
| after global routing | 0.346 | 0.518 | 196 | 406 | 1550 |
| after CTS | 0.346 | 0.496 | 196 | 395 | 1550 |
| after detailed placement | 0.336 | 0.480 | 192 | 259 | 1510 |
| after global placement | 0.336 | 0.477 | 192 | 259 | 1510 |
| after floorplan | - | 0.450 | 140 | 257 | 1430 |
-- how the worst max path moves through the flow --
stage | start | depth (start not counted) | slack (ns) | endpoint
5_1_grt | clk_onehz | 1 | 2.21 | clk_onehz
6_report | clk_onehz | 1 | 2.26 | clk_onehz
4_1_cts | clk_onehz | 1 | 2.24 | clk_onehz
-- cell usage after synthesis, drive strengths merged, types with 3 or more instances --
| master | n |
|---|---|
| nand2 | 10 |
| ha | 3 |
| and4 | 5 |
| dfrtp | 25 |
| inv | 6 |
| nand3 | 14 |
| xnor2 | 10 |
| xor2 | 11 |
| nor4 | 4 |
| nand4 | 5 |
| nand3b | 3 |
| nor2 | 17 |
| nor3 | 5 |
| o21ai | 3 |
-- worst reg2reg max path, delay by kind of cell, from the launching register on --
kind	cells	cell delay (ns)
and+or+nand+nor	4	0.93
DFF	1	0.53
muxes	1	0.19
-- power by group --
group / internal (uW) / total [uW] / switching, uW / leakage [uW]
logic: 1.42 / 6.16 / 4.73 / 0.000299
clock network: 64.7 / 135 / 70.7 / 0.0000228
registers: 248 / 248 / 0 / 0.000360
total: 314 / 389 / 75.4 / 0.000682
-- layer usage --
layer	part of all wire	up-vias
li1	-	496
met1	0.54	459
met2	0.43	8
met3	0.019	2
met4	0.014	0
met5	0	-
-- area by class of cell --
type / count / area [sq um] / share of cell area
Tap cell: 52 / 65.1 / 0.0420
Timing Repair Buffer: 3 / 27.5 / 0.0178
Clock buffer: 4 / 45.0 / 0.0291
Inverter: 6 / 22.5 / 0.0145
Sequential cell: 27 / 678 / 0.437
Multi-Input combinational cell: 104 / 712 / 0.459
-- state kept, by name, summed over array words and instances, names as in the netlist --
register   count
clk_onehz      1
count         26
-- cells by family (layout without fill, tap and decap cells) --
logic type               after synthesis  count (layout)
AND-OR/OR-AND                          4               4
XOR/XNOR                              21              21
adder cells (fa/ha/maj)                3               3
buffers and inverters                  9              13
flip-flops                            27              27
multiplexers                           1               1
AND/OR/NAND/NOR                       75              75
Power figures rest on the tool's default switching activity, not on a simulated workload.
